===== flow/run.sh =====
#!/bin/bash
# OpenROAD 26Q1-2900-gdf79404cd8, Yosys 0.63+post, stock flow scripts
make -C /OpenROAD-flow-scripts/flow DESIGN_CONFIG=/design/flow/config.mk WORK_HOME=/design/flow/orfs finish

===== flow/config.mk =====
export PLATFORM = sky130hd
export DESIGN_NAME = VGA
export DESIGN_NICKNAME = VGA
export VERILOG_FILES = /design/flow/design.v
export SDC_FILE = /design/flow/constraint.sdc
export NUM_CORES = 4
export LEC_CHECK = 1
export CORE_AREA = 10 10 102 102
export DIE_AREA = 0 0 112 112
export SYNTH_MEMORY_MAX_BITS = 65536

===== flow/constraint.sdc =====
current_design VGA

set clk_period 1.3
set clk_io_pct 0.2

create_clock -name clk0 -period $clk_period [get_ports {clock}]

set non_clock_inputs [all_inputs -no_clocks]
set_input_delay [expr $clk_period * $clk_io_pct] -clock clk0 $non_clock_inputs
set_output_delay [expr $clk_period * $clk_io_pct] -clock clk0 [all_outputs]

===== flow/design.v =====
module VGA(
   clock,
   switch,
   disp_RGB,
   hsync,
   vsync
);
input  clock;      
input  [1:0]switch;
output [2:0]disp_RGB;     
output  hsync;      
output  vsync;      
reg [9:0] hcount;      
reg [9:0]   vcount;      
reg [2:0]   data;
reg [2:0]  h_dat;
reg [2:0]   v_dat;
reg [4:0] vram[4:0];
wire  hcount_ov;
wire  vcount_ov;
wire  dat_act;
wire  hsync;
wire  vsync;
reg  vga_clk;
parameter hsync_end   = 10'd95,
   hdat_begin  = 10'd143,
   hdat_end  = 10'd783,
   hpixel_end  = 10'd799,
   vsync_end  = 10'd1,
   vdat_begin  = 10'd34,
   vdat_end  = 10'd514,
   vline_end  = 10'd524;
always @(posedge clock)
begin
 vga_clk = ~vga_clk;
end
always @(posedge vga_clk)
begin
 if (hcount_ov)
  hcount <= 10'd0;
 else
  hcount <= hcount + 10'd1;
end
assign hcount_ov = (hcount == hpixel_end);
always @(posedge vga_clk)
begin
 if (hcount_ov)
 begin
  if (vcount_ov)
   vcount <= 10'd0;
  else
   vcount <= vcount + 10'd1;
 end
end
assign  vcount_ov = (vcount == vline_end);
assign dat_act =    ((hcount >= hdat_begin) && (hcount < hdat_end))
     && ((vcount >= vdat_begin) && (vcount < vdat_end));
assign hsync = (hcount > hsync_end);
assign vsync = (vcount > vsync_end);
assign disp_RGB = (dat_act) ?  data : 3'h00;       
wire[23:0] dataA = 0,dataB = 0;
reg[15:0] addrA = 0,addrB = 0;
wire weA = 0,weB = 0;
wire[23:0] q_A ,q_B;
true_dpram_sclk dram(dataA,dataB,addrA,addrB,weA,weB,clock,q_A,q_B);
wire [12:0] h_count_;
assign h_count_ = hcount - 34;
reg h_count;
always begin
	#1;
	if(h_count_ < 0) begin
		h_count <= 0;
	end
	h_count <= h_count_; 
end
wire [12:0] _v_count;
assign _v_count = vcount - 143;
reg v_count;
always begin
 	#1;
	if(_v_count < 0) begin
		h_count = 0;
	end
	h_count = h_count_;
end
wire [16:0] ram_addr;
assign ram_addr = hcount / 8 + vcount * 80;
always @(posedge clock) begin
	addrA <= ram_addr;
end
wire [16:0] index;
assign index = hcount % 8;
wire [23:0] hoge = (q_A << (3 * index));
always @(posedge vga_clk) begin
	data <= hoge[23:21];
end
initial begin
	vram[0] = 5'b00111;
	vram[1] = 5'b00111;
	vram[2] = 5'b11000;
	vram[3] = 5'b00111;
	vram[4] = 5'b00111;
end
endmodule
module testbench();
	initial begin
		$dumpfile("testbench.vcd");
		$dumpvars(0,testbench);
	end	
	reg clk;
	wire [1:0] sw = 0;
	wire [2:0] rgb = 0;
	wire hksync = 0,vksync = 0;
	VGA hoge(
		clk,
		sw,
		rgb,
		hksync,
		vksync
	);
	always begin
		clk = 1;
		#1;
		clk = 0;
		#1;
	end
endmodule
module true_dpram_sclk
(
	input [23:0] data_a, data_b,
	input [15:0] addr_a, addr_b,
	input we_a, we_b, clk,
	output reg [23:0] q_a, q_b
);
	reg [23:0] ram[2000:0];
	integer i;
	always @ (posedge clk)
	begin
		if (we_a) 
		begin
			ram[addr_a] <= data_a;
			q_a <= data_a;
		end
		else 
		begin
			q_a <= ram[addr_a];
		end
	end
	always @ (posedge clk)
	begin
		if (we_b)
		begin
			ram[addr_b] <= data_b;
			q_b <= data_b;
		end
		else
		begin
			q_b <= ram[addr_b];
		end
	end
	initial begin
		for(i = 0; i < 2000; i = i + 1) begin
			ram[i] = 24'b100010001110011111000111;
		end
	end
endmodule
module testbenchh();
	initial begin
		$dumpfile("testbench.vcd");
		$dumpvars(0,testbench);
	end
	reg clk;
	wire[23:0] data_a = 0,data_b = 0;
	reg[15:0] addr_a = 0,addr_b = 0;
	wire we_a = 0,we_b = 0;
	wire[23:0] q_a,q_b;
	true_dpram_sclk mem(data_a,data_b
						,addr_a,addr_b
						,we_a,we_b,
						clk
						,q_a,q_b
	);
	always begin
		clk = 0;
		#1
		clk = 1;
		#1
		addr_a = 5'b0000000000011;
		clk = 0;
		#1
		clk = 1;
		#1
		clk = 0;
		#1
		clk = 1;
		#1
		clk = 0;
		#0
		clk = 1;
	end
endmodule

==> impl_metrics.sql <==
-- generated from flow reports
INSERT INTO impl_metrics (metric_group, metric, value, unit) VALUES
('power_and_ir_drop', 'net-switching-power', '0', 'uW'),
('logic_synthesis', 'ys_chip_area', '1410', 'um2'),
('final_layout', 'finalInstanceArea', '1560', 'um2'),
('placement', 'placedCellCount', '249', ''),
('floorplanning', 'io_pins', '8', ''),
('clock_network', 'hold_buffers', '0', ''),
('worst_hold_path', 'min_delay_worst_type', 'register to register', ''),
('final_layout', 'layout.filler_cells', '886', ''),
('route', 'final_antenna_net_count', '0', ''),
('power_and_ir_drop', 'power_report.internal_total', '31.3', 'uW'),
('power_and_ir_drop', 'p_seq_share', '100.0', '%'),
('clock_network', 'clock.latency.late_pin', '0', 'ns'),
('logic_synthesis', 'synth.yosys.seq_area_share', '41.1', '%'),
('floorplanning', 'fp.dieH', '112', 'um'),
('critical_path', 'cp.buffers_inverters', '1', ''),
('route', 'drt-vias-per-instance', '3.84', ''),
('sta', 'maxClockFrequency', '2210', 'MHz'),
('power_and_ir_drop', 'power_density_relative_to_cell_area', '20.0', 'nW/um2'),
('clock_network', 'cts-resized-gates', '0', ''),
('logic_synthesis', 'synth.top_cells.by_area', 'edfxtp_1, dfxtp_1, ha_1, xor2_1, xnor2_1', ''),
('critical_path', 'max_fanout_on_critical_path', '2', ''),
('placement', 'post_dp_cell_area', '1560', 'um2'),
('route', 'initialDrtViolationCount', '42', ''),
('sta', 'untimed_endpoints', '38', ''),
('logic_synthesis', 'mapped_cell_area', '1410', 'um2'),
('critical_path', 'cp-start-kind', 'register', ''),
('logic_synthesis', 'syn_area_per_cell', '9.73', 'um2'),
('global_routing', 'largest_net_degree_at_the_start_of_global_routing', '24', ''),
('logic_synthesis', 'synthesis.instances', '145', ''),
('final_layout', 'post_route_cells_drive_above_1_share', '3.47', '%'),
('final_layout', 'area_growth', '10.7', '%'),
('critical_path', 'worst-r2r-setup-slack', '0.85', 'ns'),
('power_and_ir_drop', 'power.static_leakage', '0.575', 'nW'),
('final_layout', 'final-instance-count-excl-fill', '249', ''),
('global_routing', 'gr_util_all_layers', '3.49', '%'),
('critical_path', 'timing.critical_path.arrival', '0.34', 'ns'),
('placement', 'dp.final_hpwl', '1690', 'um'),
('sta', 'postLayoutSetupSlackWorst', '0.848', 'ns'),
('final_layout', 'most-common-layout-cells', 'dfxtp_1, nor2_1, edfxtp_1', ''),
('critical_path', 'slowest_stage_delay_cp', '0.30', 'ns'),
('power_and_ir_drop', 'vdd.ir_drop.worst', '0.0000297', 'V'),
('job', 'drv_cap', '0', ''),
('floorplanning', 'core_region_area', '8220', 'um2'),
('job', 'stage_log_warning_count', '37', ''),
('critical_path', 'worstPathRequired', '1.19', 'ns'),
('sta', 'unclocked_pins', '23', ''),
('sta', 'timing_max_transition_violations_final', '0', ''),
('sta', 'final-setup-viol-count', '0', ''),
('critical_path', 'critical-path-top-delay-family', 'flip-flops', ''),
('floorplanning', 'effective_utilization_at_floorplan', '17.2', '%'),
('route', 'drt_pre_antenna_iters', '3', ''),
('floorplanning', 'die-area', '12500', 'um2'),
('floorplanning', 'die_outline_width', '112', 'um'),
('global_routing', 'grt_pass1_wl', '4060', 'um'),
('placement', 'i_o_buffers', '5', ''),
('logic_synthesis', 'ys_warn_count', '2', ''),
('route', 'route.detailed.drc', '0', ''),
('run_status', 'outcome', 'finished, final reports clean', ''),
('sta', 'setup-tns-final', '0', 'ns'),
('sta', 'unrepaired_setup_endpoints_after_global_routing', 'no', ''),
('critical_path', 'cpMaxStageDelayCell', 'dfxtp_1', ''),
('logic_synthesis', 'number_of_distinct_library_cells_after_synthesis', '43', ''),
('sta', 'worst_slew_margin_rel', '56.1', '%'),
('critical_path', 'timing.critical_path.to_type', 'register', ''),
('final_layout', 'finalCoreUtilization', '19.0', '%'),
('power_and_ir_drop', 'clkPwrFrac', '0', '%'),
('clock_network', 'cts.clk_slew.worst_paths', '0', 'ns'),
('route', 'antennaDiodeCount', '0', ''),
('placement', 'gpl.final_weighted_congestion', '0.766', ''),
('floorplanning', 'num_rows', '33', ''),
('sta', 'timing_hold_violations_final', '0', '');
==> cells in the mapped netlist <==
cell type   n
o21ai_0     4
nor4_2      1
nor2_1     13
a221o_1     1
o41a_1      1
a21oi_1     3
buf_2       3
buf_6       1
o211ai_2    1
ha_1        9
xnor2_1     7
nor4b_1     1
or4_4       1
nor2b_1     3
fa_1        1
nor4_1      3
o31ai_1     1
nor3b_1     6
nand2b_1    2
a2111o_1    1
a21oi_2     1
mux2i_1     1
nand2_1     9
and4_1      1
o21ai_1     1
inv_1       7
xor2_1      8
and2_1      1
o211ai_1    1
nand4_1     6
nand4b_1    1
o311ai_0    1
o21a_1      1
nor3_1      3
nand3_1     6
dfxtp_1    14
edfxtp_1   10
a22o_1      2
a21o_1      1
and3_1      2
a211oi_1    1
clkbuf_1    3
a31oi_1     1
==> routing by layer <==
metal / up-vias / track usage (%) / share of wire (%)
met5: - / 0 / 0
met4: 0 / 0 / 0
met3: 0 / 0.0543 / 0
met2: 1 / 6.10 / 46
met1: 434 / 5.02 / 54
li1: 521 / - / -
==> final timing paths <==
check                           cells past startpoint    start  endpoint
worst max-delay path                                1  vga_clk   vga_clk
worst min register to register                      1  vga_clk   vga_clk
worst max register to register                      1  vga_clk   vga_clk
worst min-delay path                                1  vga_clk   vga_clk
==> sequential cells by signal, indices dropped and copies added (netlist names) <==
| register | cells |
|---|---|
| data | 3 |
| hcount | 10 |
| vcount | 10 |
| vga_clk | 1 |
==> power groups by stage <==
stage                 Combinational [mW]  Clock [mW]  Sequential, mW
final                        0.000000347           0          0.0313
after global routing         0.000000347           0          0.0313
after CTS                    0.000000347           0          0.0313
==> cell families after synthesis <==
group	share of synthesized area (%)
simple gates	23.3
flops	41.1
compound gates	11.6
xor+xnor	9.31
buf+inv	4.52
fa+ha+maj	9.40
mux	0.709
==> final cells by class <==
| class | count | area [um2] | share of cell area, % |
|---|---|---|---|
| Multi-Input combinational cell | 107 | 767 | 49.1 |
| Sequential cell | 24 | 581 | 37.1 |
| Inverter | 7 | 26.3 | 1.68 |
| Tap cell | 105 | 131 | 8.41 |
| Timing Repair Buffer | 6 | 57.6 | 3.68 |
Power is estimated from default activity; no workload was simulated.
